==> design/flow/design.v <==
module uart_rx 
  #(parameter CLKS_PER_BIT = 104)
  (
   input        i_Clock,
   input        i_Rx_Serial,
	output  reg outsingle,
	output  reg led_out,
	output reg led_out1,
	output reg led_out2,
   output [7:0] o_Rx_Byte,
  output reg square_wave, 
  output reg pin1,
  output  reg pin2
   );
  parameter s_IDLE         = 3'b000;
  parameter s_RX_START_BIT = 3'b001;
  parameter s_RX_DATA_BITS = 3'b010;
  parameter s_RX_STOP_BIT  = 3'b011;
  parameter s_CLEANUP      = 3'b100;
  reg           r_Rx_Data_R = 1'b1;
  reg           r_Rx_Data   = 1'b1;
  reg [7:0]     r_Clock_Count = 0;
  reg [2:0]     r_Bit_Index   = 0;  
  reg [7:0]     r_Rx_Byte     = 0;
  reg [2:0]     r_SM_Main     = 0;
reg [23:0] distZ = 500;
reg [23:0] counter = 0;
reg toggle = 1;
wire [23:0] store;
wire [15:0] distA;
reg [15:0] distB =0;
reg stop =0;
reg [23:0] rpm = 300;
assign distA =40*distZ;
assign store = (18 * 100000)/ rpm;
  always @(posedge i_Clock)
    begin
      r_Rx_Data_R = i_Rx_Serial;
      r_Rx_Data   = r_Rx_Data_R;
		outsingle = o_Rx_Byte[7];
		if (stop==0)
begin
counter <= counter + 1;
    if (counter == store )
  begin
   toggle=~ toggle;
		counter<=0;
		if (o_Rx_Byte[7] == 0)
begin
pin1 = 0;
pin2 = 1;
end
else
begin
pin1 = 1;
pin2 = 0;
end
	   if (toggle==0)
	begin
   distB <= distB +1;
	 end
	 end
  if (distB ==distA)
  begin
  stop = 1;
	end
	else
	begin
	square_wave <= toggle;
end
	end
	 if(o_Rx_Byte[3] == 1)
	 begin
	 led_out1 = 0;
	 led_out = 1;
	 led_out2 = 1;
	 end
	 if(o_Rx_Byte[7] == 1)
	 begin
	 led_out2 = 0;
    led_out = 1;
	 led_out1 = 1;
	 end
    end
  always @(posedge i_Clock)
    begin
      case (r_SM_Main)
        s_IDLE :
          begin
            r_Clock_Count <= 0;
            r_Bit_Index   <= 0;
            if (r_Rx_Data == 1'b0)           
              r_SM_Main <= s_RX_START_BIT;
            else
              r_SM_Main <= s_IDLE;
          end
        s_RX_START_BIT :
          begin
            if (r_Clock_Count == (CLKS_PER_BIT-1)/2)
              begin
                if (r_Rx_Data == 1'b0)
                  begin
                    r_Clock_Count <= 0;   
                    r_SM_Main     <= s_RX_DATA_BITS;
                  end
                else
                  r_SM_Main <= s_IDLE;
              end
            else
              begin
                r_Clock_Count <= r_Clock_Count + 1;
                r_SM_Main     <= s_RX_START_BIT;
              end
          end  
        s_RX_DATA_BITS :
          begin
            if (r_Clock_Count < CLKS_PER_BIT-1)
              begin
                r_Clock_Count <= r_Clock_Count + 1;
                r_SM_Main     <= s_RX_DATA_BITS;
              end
            else
              begin
                r_Clock_Count          <= 0;
                r_Rx_Byte[r_Bit_Index] <= r_Rx_Data;
                if (r_Bit_Index < 7)
                  begin
                    r_Bit_Index <= r_Bit_Index + 1;
                    r_SM_Main   <= s_RX_DATA_BITS;
                  end
                else
                  begin
                    r_Bit_Index <= 0;
                    r_SM_Main   <= s_RX_STOP_BIT;
                  end
              end
          end  
        s_RX_STOP_BIT :
          begin
            if (r_Clock_Count < CLKS_PER_BIT-1)
              begin
                r_Clock_Count <= r_Clock_Count + 1;
                r_SM_Main     <= s_RX_STOP_BIT;
              end
            else
              begin
                r_Clock_Count <= 0;
                r_SM_Main     <= s_CLEANUP;
              end
          end  
        s_CLEANUP :
          begin
            r_SM_Main <= s_IDLE;
          end
        default :
          r_SM_Main <= s_IDLE;         
      endcase
    end   
  assign o_Rx_Byte = r_Rx_Byte;
endmodule  
==> design/flow/run.sh <==
#!/bin/bash
# OpenROAD 26Q1-2900-gdf79404cd8, Yosys 0.63+post, stock flow scripts
make -C /OpenROAD-flow-scripts/flow DESIGN_CONFIG=/design/flow/config.mk WORK_HOME=/design/flow/orfs finish
==> design/flow/config.mk <==
export PLATFORM = sky130hd
export DESIGN_NAME = uart_rx
export DESIGN_NICKNAME = uart_rx
export VERILOG_FILES = /design/flow/design.v
export SDC_FILE = /design/flow/constraint.sdc
export NUM_CORES = 4
export LEC_CHECK = 1
export CORE_UTILIZATION = 40
export SYNTH_HDL_FRONTEND = slang
==> design/flow/constraint.sdc <==
current_design uart_rx

set clk_period 4.5
set clk_io_pct 0.2

create_clock -name clk0 -period $clk_period [get_ports {i_Clock}]

set non_clock_inputs [all_inputs -no_clocks]
set_input_delay [expr $clk_period * $clk_io_pct] -clock clk0 $non_clock_inputs
set_output_delay [expr $clk_period * $clk_io_pct] -clock clk0 [all_outputs]
==> results_slide.txt <==
Implementation Results

Final layout
  • Layout cells sized above 1: 0.0809
  • Core Util, Final: 0.481
  • Area Growth Syn to Fin: 16.0%
  • Finished Layout Cells: 414

GRT
  • First-pass GRT wire length: about 9100 microns
  • Most Crowded Layer GR: met1
  • Grt met3 use: 0.0453
  • Overall global routing resource usage: 0.137
  • Vias in the first global route: 1,982
  • Largest net degree at the start of global routing: 17
  • Met1 usage: 0.227
  • GRT overflow: 0
  • GR Layer Usage met2: 0.192
  • Initial antenna violation count: 0

Timing
  • Fmax: 0.460 GHz
  • Worst-Margin Slew: 0.843 ns
  • Final Skew: 0.0122 ns
  • Tmin final: 2.18 ns
  • Setup violators final: 0
  • Final-report max-slew violation count: 0
  • Final period utilization: 0.484
  • Setup TNS: 0 ns
  • Hold Fails Final Rpt: 0
  • Slew HR: 0.431
  • RSZ-0062 raised after global routing: no

Logic synthesis
  • Dominant cell type by area after synthesis: edfxtp_1
  • Mapped Area: about 3400 sq um
  • EDFF count, synth: 63
  • Post-synth top cells: 63 x edfxtp_1, 34 x nor2_1, 32 x xnor2_1
  • FFs w/ async S/R, synth: 0
  • Yosys stat chip area: around 3400 sq um
  • Syn Area/Cell: between 10 and 15 sq um
  • Post-synth regs: around 70
  • Seq/Total Area, Yosys: 0.602
  • Cells after Synth: 281
  • Area leader share: 0.555
  • Cell with the most instances after synthesis: edfxtp_1
  • Top cells by area: edfxtp_1 55%, xnor2_1 8.2%, dfxtp_1 4.7%
  • # Cells Yosys: 281
  • Dominant register cell: edfxtp_1
  • YS warnings: 0
  • Synth unique cells: 42

Clocking
  • Latency at later pin: 0.34 ns
  • Worst-path clk slew: around 0.080 ns
  • Num CTS Buffers: 9
  • CTS tree: yes
  • Post-CTS Hold Buffers: 0
  • Clock buffer depth: 2
  • Root Driver: clkbuf_8
  • Max H-tree Level: 3
  • Post_cts resized: 0
  • Setup bufs post-CTS: 0
  • # clock sinks: 71

Route
  • Avg WL per Cell: approximately 13 microns
  • Via count: 2,078
  • Antenna Violating Nets Remaining: 0
  • Drt pass-1 iters: 4
  • DRC Markers: 0
  • Routed wire length: 5360 microns
  • DR iter-0 viols: just over 80
  • Antenna cell count: 0
  • Vias/cell: 5.02

Placed design
  • Dpl hpwl: 3650 microns
  • Port Buffers: 15
  • Placed cell count: 398
  • Routability cong.: about 0.81

Setup path
  • Crit-path cells: clkdlybuf4s50_1
  • WP data required: 3.60 ns
  • Reg2Reg Launch Point: r_Clock_Count[0]$_SDFFCE_PN0P_
  • Kind of critical path: register to primary output
  • R2R setup slack: 2.44 ns
  • Crit-path slowest cell: clkdlybuf4s50_1
  • Top cell family by delay on the critical path: buffers and inverters
  • Crit. End Element: primary output
  • Reg2Reg Capture Point: r_Clock_Count[5]$_SDFFCE_PN0P_
  • Max FO, Critical Path: 5
  • Startpoint Class: register
  • CP startpoint: o_Rx_Byte[7]$_DFFE_PP_
  • CP arrival: 1.28 ns
  • Cell count of the worst reg-to-reg path: 4
  • CP bufs+invs: 1
  • Crit path depth: 1
  • Crit path capture: o_Rx_Byte[7]
  • Worst path max stage delay: 0.50 ns

Floorplan
  • Full die area: 8900 sq um
  • Core area: around 8200 sq um
  • Top Ports: 17
  • Num rows: 33
  • Initial Util: 0.415
  • Chip Width: approximately 94 microns
  • Height of the die: 94.3 microns

Worst hold path
  • HP Class: register to register

Job
  • Tool warnings: 27
  • Max-Cap Viols: 0

Outcome
  • Status: finished clean

Power
  • Worst IR drop on VDD: 0.194 mV
  • Lkg Pwr: 0.00142 uW
  • PwrDens: 348 nW/um^2
[worst min-delay path, stage by stage (launching register included)]
cell and delay, ns:
dfxtp_1 0.34, nor2_1 0.05, nor2_1 0.07
[state kept, by name, indices dropped and copies added, names as in the netlist, 3 cells and up]
name,cells
r_Bit_Index,3
r_SM_Main,3
o_Rx_Byte,8
distB,16
counter,24
r_Clock_Count,8
[metal layers]
metal  wire, microns  vias to the layer above
li1                -                     1068
met1            2730                      975
met2            2330                       27
met3             213                        8
met4              90                        0
met5               0                        -
[power by group]
part,switching (uW),internal [uW]
Sequential,1.16,707
Clock,241,426
Combinational,0.292,0.812
[layout by cell type, fill, tap and decap left out, types with 2 or more instances in the layout]
cell and n:
clkinv_4 2, dfxtp_1 8, nor4_4 2, nand4_1 9, xnor2_1 32, nor3_1 11, xor2_1 11, nor2b_1 3
edfxtp_1 63, nor3b_1 2, clkdlybuf4s50_1 15, nor4b_1 4, bufinv_16 4, a21oi_1 2, and4_1 5, nor2_1 34
buf_4 2, o21ai_0 2, nand3_1 16, clkbuf_8 9, nand2_1 19, ha_1 6, and2_1 3, nor4_1 5
and3_1 5, inv_1 15
[worst min path at each step]
stage | startpoint | end | slack (ns) | cells after the start
4_1_cts | led_out2$_SDFFE_PP0P_ | led_out2$_SDFFE_PP0P_ | 0.48 | 2
5_1_grt | led_out2$_SDFFE_PP0P_ | led_out2$_SDFFE_PP0P_ | 0.51 | 2
6_report | led_out2$_SDFFE_PP0P_ | led_out2$_SDFFE_PP0P_ | 0.48 | 2
[cells by family (layout without fill, tap and decap cells)]
kind of cell | count (synthesis) | count (layout) | share of synthesized area
adders and majority gates | 6 | 6 | 0.0220
buffers and inverters | 20 | 48 | 0.0235
AOI/OAI and AO/OA | 15 | 15 | 0.0345
other | 1 | 1 | 0.00110
muxes | 1 | 1 | 0.00294
and+or+nand+nor | 124 | 124 | 0.204
DFF | 71 | 71 | 0.602
xor gates and xnor gates | 43 | 43 | 0.110
[through the flow]
step / power, uW / cell area, sq um / hold WS, ns / setup slack (ns)
5_1_grt: 1420 / 3960 / 0.509 / 2.26
3_5_place_dp: 724 / 3690 / 0.464 / 2.45
6_report: 1380 / 3960 / 0.482 / 2.32
4_1_cts: 1390 / 3960 / 0.484 / 2.29
3_3_place_gp: 724 / 3690 / 0.456 / 2.46
2_1_floorplan: 724 / 3410 / 0.388 / 1.78
[area by class of cell]
| class | instances | area [sq um] |
|---|---|---|
| fillers | 730 | 4260 |
| flip-flops and latches | 71 | 2050 |
| multi-input cells | 190 | 1280 |
| repair buffers | 17 | 165 |
| clock inverters | 7 | 145 |
| well taps | 105 | 131 |
| clock buffers | 9 | 124 |
| inverters | 15 | 56.3 |
Power and IR drop assume default switching activity.
